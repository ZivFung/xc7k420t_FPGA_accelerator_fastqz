`/design/flow/design.v`:
```
module squash#(
  parameter DW = 16,
  parameter TW = 4096
)(
  input wire [$clog2(TW)-1:0]Aw,
  output logic [DW-1:0]squashOut
);
  logic [DW-1:0]squasht[TW-1:0];
  initial begin
    for(int i = 0; i < TW; i++)begin
      squasht[i] = $floor(32768.0 / (1 + $exp((i-2048)*(-1.0/64))));
    end  
  end
  assign squashOut = squasht[Aw];
endmodule
```
`/design/flow/run.sh`:
```
#!/bin/bash
# OpenROAD 26Q1-2900-gdf79404cd8, Yosys 0.63+post, stock flow scripts
make -C /OpenROAD-flow-scripts/flow DESIGN_CONFIG=/design/flow/config.mk WORK_HOME=/design/flow/orfs finish
```
`/design/flow/config.mk`:
```
export PLATFORM = sky130hd
export DESIGN_NAME = squash
export DESIGN_NICKNAME = squash
export VERILOG_FILES = /design/flow/design.v
export SDC_FILE = /design/flow/constraint.sdc
export NUM_CORES = 4
export LEC_CHECK = 1
export CORE_UTILIZATION = 40
export SYNTH_MEMORY_MAX_BITS = 65536
```
`/design/flow/constraint.sdc`:
```
current_design squash

set clk_period 8.7
set clk_io_pct 0.2

create_clock -name clk0 -period $clk_period

set non_clock_inputs [all_inputs -no_clocks]
set_input_delay [expr $clk_period * $clk_io_pct] -clock clk0 $non_clock_inputs
set_output_delay [expr $clk_period * $clk_io_pct] -clock clk0 [all_outputs]
```
==> design notes <==
The run gives 7 for the total count of max-transition violations in the final report. The detailed-routing iteration count for the pre-antenna-repair pass was 17; the largest net degree at the start of global routing was 161. The logs give 6.73 ns for the worst path arrival time and 0 ns for the setup TNS after final layout. The effective utilization at floorplan was 41.13%.

Looking at hold timing, the worst path starts from Aw[6]. Net switching fraction of the power: 74.21%. The sort of element at the end of the critical path was a primary output.

The final timing summary puts the cycle share of the worst path at 97.40%. The logs give 0.00005979 V for the maximum ir drop on the vdd rail and 25.44 mm for the post-route met1 wirelength. The run gives 24530 um2 for the placeable core area. The chip area line in the Yosys stat output reads 10090 um2. The most critical setup path has its startpoint at Aw[0]. Buffers inserted to repair hold after CTS numbered 0.

The max-capacitance violation count was 1. Cells fill 41.31% of the core in the end. The post-layout instance count excluding filler cells is 1857, and the internal power is 0.2083 mW. Looking at the post-CTS report, the setup buffer insertion count equals 0. For the cell area after technology mapping, the log shows 10090 um2. In the synthesized netlist, the dominant kind of combinational cell is AND-OR/OR-AND gates. Note, the detailed placer reported a final HPWL of 54.05 mm. The checks that failed: max-capacitance violations, max-slew violations. The area used by multi-input combinational logic was 8802 um2; the final critical delay including setup and external delays was 8.474 ns. The number of instances in the synthesized netlist was 1645.

The run finished, with violations left. For this run, design rule violations remaining after detail routing come to 0. For this run, the final setup violation count is recorded as 0.

Per the layout report, the design carries 2654 filler cells. Global-route total usage across every layer: 62.40%. In this run the vertical extent of the chip is 160.8 um. STA reports the tightest min-delay check as being of type input pin to primary output. The area taken by sequential standard cells is reported as 0 um2. The run gives 4097 for the tally of yosys warning messages.

The routed layout has 16.90k vias. The highest metal layer with signal wires is met5. The cell type that accounts for the most area after synthesis is sky130_fd_sc_hd__a21oi_1. The flow measured a signed area growth from synthesis to layout of 0.4591%. Summed over all nets, wire length on met2 after detailed routing comes to 27.82 mm. The buffer_ports step reported a buffer count of 27. With the post-synthesis share of cell area spent on and-or and or-and gates at 51.84%, the detailed-routed wire length on met3 is 16.66 mm. The minimum hold slack was 4.433 ns; the total power density per cell area was 79.70 nW/um2. The chip occupies 25860 um2. The weighted congestion at the end of routability-driven global placement came out at 1.334.

Looking at the setup timing report, the critical path kind is input pin to primary output. The run gives 0.3348% for the xor and xnor area share after synthesis. The worst-case max-slew headroom was logged as -0.8292%. The via count of the first global-routing pass is 15.24k, and the number of sequential cells in the layout is 0. In this run the remaining antenna-violating nets after routing total 0. In this run, the synthesized area fraction spent on adder and majority cells is recorded as 3.720%.

Sequential cells were found to cover 0% of the synthesized design area. For the pin with the worst max-slew slack, the measured transition is 1.507 ns. With the initial antenna violation count at 10, the net switching power of the design is 0.5995 mW. The first global-routing pass estimated 114.5 mm of wire.

The simple-gate area share of the yosys netlist was 29.10%; the per-cell routed wire length was 43.55 um. In the final layout, the share of cells above drive strength 1 is 8.087%. The routed design shows a via density per instance of 9.098. The tool warning count for the run is 58.

The run gives 92 as the distinct cell type count after synthesis. Yosys reports that the most numerous cell types are 157 x sky130_fd_sc_hd__a21oi_1, 152 x sky130_fd_sc_hd__o21ai_0, 138 x sky130_fd_sc_hd__nand2_1. The tools report the area of placed instances as 10110 um2. sky130_fd_sc_hd__a21oi_1 is the most common cell in the netlist. With the area of all placed cells without fillers at 10140 um2, the sum of internal, switching and leakage power is 0.8078 mW.

Once iteration 0 of detailed routing completed, the report listed 4928 DRC markers. Recorded from the global router log, the overflow total was 0. Mean instance size in the synthesized netlist: 6.134 um2. The final routed wirelength across all metal layers was 80.87 mm; the setup slack at placement was 1.192 ns. The top-level I/O count is 28, and the total number of placement rows is 57. The instance count after placement with tap cells included came out at 1845. Die outline width: 160.8 um. The fraction of post-synthesis cell area in the top cell type by area is 7.788%. The tools report the maximum clock rate as 0.1180 GHz. After layout, the worst setup slack is 0.2261 ns. Counting endpoints that fail hold in the final report gives 0. Number of clock buffers in the layout: 0. The data required time reported for the critical path is 6.96 ns. The post-cts resize count was 0.

With the yosys stat cell total at 1645, the total leakage power is 3.311 nW. By area the synthesized netlist is led by sky130_fd_sc_hd__a21oi_1 7.8%, sky130_fd_sc_hd__o21ai_0 7.5%, sky130_fd_sc_hd__nand2_1 5.1%, sky130_fd_sc_hd__buf_2 5.1%, sky130_fd_sc_hd__nor2_1 4.5%. The maximum fanout along the worst path was 25. The run gives 2.183% for the mux cell area share after synthesis. Following the worst setup path forward leads to its endpoint at squashOut[5]. The launching element type of the critical path is an input pin. Setup repair after global routing left no endpoint under its margin.
area by class of cell:
class / instances / share of cell area, %
multi-input combinational: 1401 / 86.84
timing repair buffer: 97 / 8.011
tap: 324 / 3.999
inverter: 23 / 0.8517
antenna: 12 / 0.2963
how the worst min path moves through the flow:
stage	endpoint	cells after the start	slack, ns
after global routing	squashOut[13]	4	4.46
after CTS	squashOut[13]	4	4.40
final	squashOut[13]	4	4.43
placed cells by master (no fill, tap or decap), types with 17 or more instances in the layout:
cell type	synthesis	final
sky130_fd_sc_hd__o221ai_1	22	22
sky130_fd_sc_hd__nor2b_1	37	37
sky130_fd_sc_hd__a221oi_1	18	18
sky130_fd_sc_hd__o21ai_0	152	152
sky130_fd_sc_hd__nand2_1	138	138
sky130_fd_sc_hd__a21oi_1	157	157
sky130_fd_sc_hd__ha_1	30	30
sky130_fd_sc_hd__nand2b_1	53	53
sky130_fd_sc_hd__inv_1	18	17
sky130_fd_sc_hd__o2111ai_1	21	21
sky130_fd_sc_hd__o311ai_0	30	30
sky130_fd_sc_hd__o211ai_1	49	49
sky130_fd_sc_hd__o31ai_1	22	22
sky130_fd_sc_hd__buf_4	29	70
sky130_fd_sc_hd__nand3_1	65	65
sky130_fd_sc_hd__nor2_1	120	119
sky130_fd_sc_hd__a311oi_1	40	40
sky130_fd_sc_hd__clkdlybuf4s50_1	0	20
sky130_fd_sc_hd__a31oi_1	57	57
sky130_fd_sc_hd__nor3_1	64	64
sky130_fd_sc_hd__a211oi_1	37	37
worst max-delay path, stage by stage:
cell and delay [ns]:
sky130_fd_sc_hd__clkdlybuf4s50_1 0.48, sky130_fd_sc_hd__inv_1 0.08, sky130_fd_sc_hd__ha_1 0.21, sky130_fd_sc_hd__buf_4 0.27
sky130_fd_sc_hd__nor2_1 1.19, sky130_fd_sc_hd__nor2_1 0.32, sky130_fd_sc_hd__o311ai_0 1.18, sky130_fd_sc_hd__nand3_1 0.29
sky130_fd_sc_hd__nand2_1 0.12, sky130_fd_sc_hd__a31oi_1 0.10, sky130_fd_sc_hd__a32o_1 0.35, sky130_fd_sc_hd__clkdlybuf4s50_1 0.41
cells by family after synthesis:
| kind of cell | Yosys count |
|---|---|
| other | 1 |
| multiplexers | 18 |
| AND/OR/NAND/NOR | 589 |
| XOR/XNOR | 3 |
| AND-OR/OR-AND | 760 |
| buffers and inverters | 244 |
| adder cells (fa/ha/maj) | 30 |
metal layers:
| metal | GRT usage, % | vias up |
|---|---|---|
| met1 | 67.77 | 7491 |
| met2 | 75.68 | 2263 |
| li1 | - | 6194 |
| met5 | 26.33 | - |
| met4 | 50.73 | 14 |
| met3 | 48.27 | 933 |
No activity file was given, so power comes from the tool's default toggle rates.
